**./config.mk**
```make
export PLATFORM = sky130hd
export DESIGN_NAME = divider_unsigned
export DESIGN_NICKNAME = divider_unsigned
export VERILOG_FILES = /design/flow/design.v
export SDC_FILE = /design/flow/constraint.sdc
export NUM_CORES = 4
export LEC_CHECK = 1
export CORE_UTILIZATION = 50
```
**./constraint.sdc**
```tcl
current_design divider_unsigned

set clk_period 367.3
set clk_io_pct 0.2

create_clock -name clk0 -period $clk_period

set non_clock_inputs [all_inputs -no_clocks]
set_input_delay [expr $clk_period * $clk_io_pct] -clock clk0 $non_clock_inputs
set_output_delay [expr $clk_period * $clk_io_pct] -clock clk0 [all_outputs]
```
**./design.v**
```verilog
`timescale 1ns / 1ns
module divider_unsigned (
    input wire [31:0] i_dividend,
    input wire [31:0] i_divisor,
    output wire [31:0] o_remainder,
    output wire [31:0] o_quotient
);
wire [31:0] dividend_wire[0:32];  
wire [31:0] remainder_wire[0:32];
wire [31:0] quotient_wire[0:32];
assign dividend_wire[0] = i_dividend;
assign remainder_wire[0] = 0;
assign quotient_wire[0] = 0; 
genvar i;
generate
    for (i = 0; i < 32; i = i + 1) begin : div_gen
        divu_1iter div_iteration_instance(
            .i_dividend(dividend_wire[i]),
            .i_divisor(i_divisor),
            .i_remainder(remainder_wire[i]),
            .i_quotient(quotient_wire[i]),
            .o_dividend(dividend_wire[i+1]),
            .o_remainder(remainder_wire[i+1]),
            .o_quotient(quotient_wire[i+1])
        );
    end
endgenerate
assign o_remainder = remainder_wire[32];
assign o_quotient = quotient_wire[32];
endmodule
module divu_1iter (
    input  wire [31:0] i_dividend,
    input  wire [31:0] i_divisor,
    input  wire [31:0] i_remainder,
    input  wire [31:0] i_quotient,
    output wire [31:0] o_dividend,
    output wire [31:0] o_remainder,
    output wire [31:0] o_quotient
);
    wire [31:0] intermediate_remainder;
    wire [31:0] new_quotient;
    wire [31:0] new_remainder;
    assign intermediate_remainder = (i_remainder << 1) | ((i_dividend >> 31) & 32'h00000001);
    assign new_quotient = intermediate_remainder < i_divisor ? i_quotient << 1 : (i_quotient << 1) | 32'h00000001;
    assign new_remainder = intermediate_remainder >= i_divisor ? intermediate_remainder - i_divisor : intermediate_remainder;
    assign o_dividend = i_dividend << 1;
    assign o_quotient = new_quotient;
    assign o_remainder = new_remainder;
endmodule
```
**./run.sh**
```bash
#!/bin/bash
# OpenROAD 26Q1-2900-gdf79404cd8, Yosys 0.63+post, stock flow scripts
make -C /OpenROAD-flow-scripts/flow DESIGN_CONFIG=/design/flow/config.mk WORK_HOME=/design/flow/orfs finish
```
==> Flow_metrics.wiki <==
== Implementation results ==
{| class="wikitable"
! Metric !! Value
|-
| CP max stage cell || sky130_fd_sc_hd__nor4_1
|-
| Start point of the worst hold path || i_dividend[0]
|-
| Final number of hold-violating endpoints || 0
|-
| Worst Setup End Kind || output pin
|-
| Final-layout worst hold slack || 147.91 ns
|-
| Final worst-path cycle share || 70.0%
|-
| Run status || finished clean
|-
| Global-route usage over all layers || 45.8%
|-
| Per-cell routed wire length || 26.8 um
|-
| Synthesized-area fraction occupied by and/or/nand/nor cells || 24.3%
|-
| Area of the synthesized netlist per yosys stat || 63600 um2
|-
| Synth mux share || 2.85%
|-
| # IOs || 128
|-
| Most prevalent standard cell on the critical path || sky130_fd_sc_hd__ha_1
|-
| Critical Path Start Type || input pin
|-
| Max-slew headroom at the worst pin || 0.420%
|-
| Core utilization at floorplan || 50.5%
|-
| Hold Buf Count CTS || 0
|-
| First drt pass iteration count || 11
|-
| Hold Path Class || input pin to output pin
|-
| Clock buffer cells || 0
|-
| Final tally of setup violations || 0
|-
| Area fraction in compound gates after synthesis || 38.7%
|-
| Largest voltage drop on the vdd net || 0.00476 mV
|-
| Xor+xnor area frac || 9.21%
|-
| Number of logged tool warnings || 32
|-
| Post_cts resized || 0
|-
| Internal || 69.7 uW
|-
| Post-DP Area || 67700 um2
|-
| Layout cells sized above 1 || 5.62%
|-
| Number of standard cells in the layout, taps in and fillers out || 11300
|-
| Post-route cell area || 67700 um2
|-
| Area growth from synthesis to layout || 6.43%
|-
| Number of vias per cell after detailed routing || 6.88
|-
| Worst hold path depth || 4
|-
| Post-synthesis cell area || 63600 um2
|-
| WHS Endpoint || o_remainder[0]
|-
| Post-route worst setup slack || 110.15 ns
|-
| Power density normalized to cell area || 2.46 nW/um2
|-
| Pin count of the biggest net entering global routing || 46
|-
| Number of placed instances with taps included || 11300
|-
| Setup CP Type || input pin to output pin
|-
| Initial antenna violation count || 12
|-
| Shortest period the worst path allows || 257.15 ns
|-
| Final HPWL from detailed placement || 246000 um
|-
| Largest fanout on the critical path || 43
|-
| Post-Place Setup Slack || 114.71 ns
|-
| Endpoint arrival time on the critical path || 183.69 ns
|-
| Fmax || 3.89 MHz
|-
| Slew of the pin with the lowest slew margin || 1.48 ns
|-
| Leakage power of the design || 32.7 nW
|-
| Summed negative setup slack over all endpoints || 0 ns
|-
| Via count || 77600
|-
| Synth Instances || 9557
|-
| Synthesized area divided by synthesized cell count || 6.66 um2
|-
| # Post-CTS Setup Buffers || 0
|-
| Number of pins with negative max-slew slack in the final report || 0
|-
| Final weighted congestion in routability-driven placement || 1.18
|-
| Vias in the first global route || 69600
|-
| Distinct lib cells used || 97
|-
| Largest family of logic cells by area || AND-OR/OR-AND gates
|-
| Iteration-0 DRC count of the detailed router || 8562
|-
| Switching share of total power || 58.1%
|-
| Post-synthesis share of cell area spent on full adders, half adders and majority gates || 20.5%
|-
| Chip area || 129000 um2
|-
| DRT Wirelength || 302000 um
|-
| Yosys cell count || 9557
|-
| Global-route wire length before repair || 440000 um
|-
| Remaining global-route overflow || 0
|-
| Area of the core region || 126000 um2
|-
| Warnings, synthesis || 1
|-
| Flip-flop and latch count || 0
|-
| Critical path's largest stage delay || 1.28 ns
|-
| Sequential cell area || 0 um2
|-
| RSZ-0062 raised after global routing || no
|-
| Post-route DRC violation count || 0
|-
| Sequential fraction of the synthesis area || 0%
|-
| Net switching component of the power || 96.8 uW
|-
| Max-cap check violation count || 0
|-
| Number of buffers inserted by port buffering || 128
|-
| Number of antenna-violating nets in the routed design || 0
|-
| Std cell rows || 130
|-
| Overall die height || 359 um
|-
| Required time worst endpoint || 293.84 ns
|-
| Die Span X || 359 um
|}
-- area by class of cell --
type	count	area, um2
fillers	12500	58200
inverters	458	1720
multi-input cells	8825	61000
diodes	10	25.0
repair buffers	335	2900
well taps	1650	2060
-- cell usage after synthesis (107+ instances only) --
cell type	number	area share, %
sky130_fd_sc_hd__nand3_1	210	1.7
sky130_fd_sc_hd__nand4_1	166	1.6
sky130_fd_sc_hd__nor3_1	235	1.8
sky130_fd_sc_hd__xnor2_1	414	5.7
sky130_fd_sc_hd__o21bai_1	107	1.3
sky130_fd_sc_hd__a211oi_1	117	1.4
sky130_fd_sc_hd__xor2_1	255	3.5
sky130_fd_sc_hd__nor2_1	809	4.8
sky130_fd_sc_hd__nand2b_1	112	1.1
sky130_fd_sc_hd__o211ai_1	111	1.3
sky130_fd_sc_hd__nor2b_1	126	1.2
sky130_fd_sc_hd__o21a_1	262	3.1
sky130_fd_sc_hd__inv_1	455	2.7
sky130_fd_sc_hd__clkbuf_1	199	1.2
sky130_fd_sc_hd__a31oi_1	193	1.9
sky130_fd_sc_hd__ha_1	994	20
sky130_fd_sc_hd__a21o_1	460	5.4
sky130_fd_sc_hd__nand2_1	1031	6.1
sky130_fd_sc_hd__o21ai_0	703	5.5
sky130_fd_sc_hd__a21oi_1	886	7.0
-- layout by cell type (no fill, tap or decap), drive strengths merged, types with 31 or more instances in the layout --
cell and instances:
nand4 166, o21ai 720, mux2 95, nand2 1031, a21o 460, xor2 255
nor2 810, inv 458, a21oi 887, a31oi 194, o31a 55, o21a 262
nand3 210, o211ai 112, mux2i 74, a211o 50, a221oi 44, a221o 42
clkdlybuf4s50 126, nor2b 126, a211oi 117, o31ai 107, o221ai 39, nor4 66
or2 76, fa 31, ha 994, nand2b 112, and2 85, nor3 238
a31o 34, o21bai 107, and3 102, xnor2 414, and4 43, or3 89
o22ai 33, a21boi 105, buf 209
-- critical path: cells and delay by family --
family	cells	cell delay, ns
multiplexers	7	2.41
XOR/XNOR	3	0.47
buffers and inverters	38	10.14
adder cells (fa/ha/maj)	31	10.75
AND/OR/NAND/NOR	124	37.09
AND-OR/OR-AND	155	48.95
-- stage by stage --
step | util (%) | power (mW)
2_1_floorplan | - | 0.106
3_3_place_gp | 53.8 | 0.162
3_5_place_dp | 53.8 | 0.161
4_1_cts | 53.8 | 0.163
5_1_grt | 53.8 | 0.180
6_report | 53.8 | 0.167
-- power by group through the flow --
stage / Sequential, mW / Combinational [mW] / Clock, mW
after CTS: 0 / 0.163 / 0
after global routing: 0 / 0.180 / 0
-- cells by family after synthesis --
kind of cell,after synthesis
AND/OR/NAND/NOR,3248
adder cells (fa/ha/maj),1025
buffers and inverters,732
XOR/XNOR,669
multiplexers,169
AND-OR/OR-AND,3714
-- worst max path at each step --
stage | start | to | slack (ns) | cells past startpoint
after CTS | i_divisor[14] | o_remainder[25] | 114.36 | 370
final | i_divisor[14] | o_remainder[25] | 110.15 | 358
after global routing | i_divisor[14] | o_remainder[25] | 106.14 | 364
-- per-layer routing --
metal | vias to the layer above | share of wire [%] | track usage, %
met5 | - | 0.030 | 0
met4 | 14 | 9.0 | 33.2
met3 | 1205 | 10 | 9.56
met2 | 4344 | 41 | 67.7
met1 | 35700 | 39 | 58.9
li1 | 36300 | - | -
Power is estimated from default activity; no workload was simulated.
